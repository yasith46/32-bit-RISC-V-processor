$ cat /design/flow/run.sh
#!/bin/bash
# OpenROAD 26Q1-2900-gdf79404cd8, Yosys 0.63+post, stock flow scripts
make -C /OpenROAD-flow-scripts/flow DESIGN_CONFIG=/design/flow/config.mk WORK_HOME=/design/flow/orfs finish
$ cat /design/flow/config.mk
export PLATFORM = sky130hd
export DESIGN_NAME = BranchPredictor
export DESIGN_NICKNAME = BranchPredictor
export VERILOG_FILES = /design/flow/design.v
export SDC_FILE = /design/flow/constraint.sdc
export NUM_CORES = 4
export LEC_CHECK = 1
export CORE_UTILIZATION = 50
$ cat /design/flow/constraint.sdc
current_design BranchPredictor

set clk_period 5.9
set clk_io_pct 0.2

create_clock -name clk0 -period $clk_period [get_ports {clk}]

set non_clock_inputs [all_inputs -no_clocks]
set_input_delay [expr $clk_period * $clk_io_pct] -clock clk0 $non_clock_inputs
set_output_delay [expr $clk_period * $clk_io_pct] -clock clk0 [all_outputs]
$ cat /design/flow/design.v
`timescale 1ns / 1ps
module BranchPredictor(
    input wire clk, BRANCHFLAG,                     
    input wire reset,                     
    input wire [31:0] branch_addr,       
    input wire branch_taken,              
    input wire [31:0] branch_target,     
    output reg predicted_taken,          
    output reg [31:0] predicted_addr     
);
    parameter BHT_SIZE = 64;             
    parameter BTB_SIZE = 64;             
    localparam BHT_INDEX_BITS = 6;       
    localparam BTB_INDEX_BITS = 6;       
    reg [0:0] BHT [BHT_SIZE-1:0];        
    wire [BHT_INDEX_BITS-1:0] bht_index;  
    reg [31:0] BTB [BTB_SIZE-1:0];      
    wire [BTB_INDEX_BITS-1:0] btb_index;  
    assign bht_index = branch_addr[BHT_INDEX_BITS+1:2];
    assign btb_index = branch_addr[BTB_INDEX_BITS+1:2];
	 always@(*) begin
		#2;
		predicted_taken <= BHT[bht_index];  
		predicted_addr  <= BTB[btb_index];   
	 end
    integer i;
    always @(posedge clk or posedge reset) begin
        if (reset) begin
            for (i = 0; i < BHT_SIZE; i = i + 1) begin
                BHT[i] <= 1'b0;
            end
            for (i = 0; i < BTB_SIZE; i = i + 1) begin
                BTB[i] <= 32'b0;
            end
        end else begin
				if (BRANCHFLAG) begin
					BHT[bht_index] <= branch_taken;
					BTB[btb_index] <= branch_target;
				end
        end
    end
endmodule
==> flow_summary_export.csv <==
group,metric,value,unit
floorplanning,design.die.area,185000,µm²
route,route.vias.total,62878,
logic_synthesis,synth-edff-count,0,
floorplanning,rows,156,
flow_run,max_cap_viol_count,0,
logic_synthesis,synthDominantCellAreaShare,57.6,%
floorplanning,die_width,430,µm
power,pwr-share-clk,40.0,%
cells_and_area,layout.filler_cells,13944,
global_routing,grt_pass1_wl,502000,µm
power,powerDensity,320,nW/µm²
cells_and_area,drive_above_1_share,46.2,%
logic_synthesis,post_synth_instance_area,91800,µm²
logic_synthesis,post_synthesis_cell_type_with_the_largest_combined_area,"dfrtp_1",
power,ir_worst_vdd,297,µV
flow_run,count_of_warning_messages_emitted_by_the_tools,89,
clock_tree,cts_made_buffers,219,
power,combinationalPowerShare,9.5,%
critical_path,kind_of_critical_path,"in -> out",
hold_path,hold_path.class,"reg -> reg",
critical_path,r2r_start,"BTB[28][31]$_DFFE_PP0P_",
global_routing,grtUsageTotal,41.6,%
route,drt_pass1_iterations,6,
floorplanning,die_height,430,µm
clock_tree,numClockSinks,2112,
critical_path,ff2ff_path_depth,1,
place,gpl.final_weighted_congestion,0.987,
power,switching_pwr,8.25,mW
place,place.port_buffers,74,
floorplanning,initial_core_util,50.6,%
outcome,outcome,"finished clean",
floorplanning,design.core.area,182000,µm²
final_timing,period_minus_slack,5.87,ns
logic_synthesis,topCellsByArea,"dfrtp_1 (58%), mux2_2 (26%), a22oi_1 (5.7%)",
critical_path,crit_path_end_kind,"primary output",
place,placed_cell_area,99700,µm²
final_timing,rsz_0062_raised_after_global_routing,"false",
critical_path,critPathRequiredTime,4.72,ns
clock_tree,cts_root_buf,"clkbuf_16",
critical_path,timing.rr.end,"BTB[28][31]$_DFFE_PP0P_",
cells_and_area,syn2layout_area_growth,16.6,%
clock_tree,worst_setup_hold_path_clk_slew,0.06,ns
logic_synthesis,synth_area_per_cell,13.9,µm²
hold_path,hold_path_depth,1,
route,vias_per_cell,6.69,
cells_and_area,postLayoutCellArea,107000,µm²
logic_synthesis,synth_flops,2112,
power,p_int,26.0,mW
final_timing,worst_slew_pin_slew,1.02,ns
final_timing,slew_headroom,32.1,%
final_timing,finalCritPeriodShare,99.5,%
hold_path,worstHoldEndpoint,"BTB[41][23]$_DFFE_PP0P_",
global_routing,grt_antenna_before_repair,7,
power,cellLeakagePower,50.7,nW
clock_tree,h_tree_level_count,4,
final_timing,slew_violations,0,
route,detail_route.iter0.violations,5462,
final_timing,fin_skew,0,ns
power,report.power.total,34.2,mW
critical_path,critical_path.max_stage_delay,0.75,ns
final_timing,fin_tns_setup,0,ns
logic_synthesis,flip_flop_cell_with_the_highest_count_after_synthesis,"dfrtp_1",
global_routing,largest_net_degree_at_the_start_of_global_routing,133,
global_routing,final_global_route_overflow_total,0,
route,drc_errors,0,
critical_path,rrSetupSlack,5.09,ns
route,route.antenna.remaining_nets,0,
power,seq_power_share,50.5,%
global_routing,first_global_vias,63905,
hold_path,timing.hold.worst.start,"BTB[41][23]$_DFFE_PP0P_",
logic_synthesis,number_of_warnings_reported_in_the_yosys_synthesis_log,3,
critical_path,path_cells,"buf_2 -> buf_12 -> mux2i_1 -> o21ai_0 -> a2111oi_1 -> nand4_1 -> o32a_1 -> clkdlybuf4s50_1",
critical_path,critPathMaxFanout,21,
logic_synthesis,ys_chip_area,91800,µm²
floorplanning,io-pin-count,101,
final_timing,final-hold-violation-count,0,
critical_path,slowest_stage_cell_crit_path,"a2111oi_1",
logic_synthesis,most_common_cell_in_the_synthesized_netlist,"dfrtp_1",
logic_synthesis,seq_area_frac_synth,57.6,%
clock_tree,cts-hold-fix-buffers,0,
logic_synthesis,synthCells,6612,
power,power_switching_share,24.1,%
critical_path,crit_arrival,4.69,ns
route,post_drt_wl_per_cell,38.3,µm
place,detailed_place_hpwl,229000,µm
critical_path,worstSetupStartpointType,"primary input",
logic_synthesis,postSynth.asyncResetShare,100,%
logic_synthesis,synthTopCellsByCount,"dfrtp_1 (2112), mux2_2 (2089), a22oi_1 (698)",
route,wl,360000,µm
clock_tree,clk_latency_late_pin,0.86,ns
final_timing,maxClockFrequency,170,MHz
clock_tree,clock_tree_from_tritoncts,"built",
logic_synthesis,synth.lib_cells_used.distinct,61,
clock_tree,buffer_depth_of_the_longest_clock_path,3,
logic_synthesis,synth-cells-yosys,6612,
final_timing,finalSetupViolations,0,
cell families after synthesis:
logic type,Yosys count,share of synthesized area (%)
buf+inv,691,3.19
mux,2144,26.3
simple gates,604,3.93
compound gates,1061,9.04
flops,2112,57.6
critical path: cells and delay by family:
kind            cells  cell delay (ns)
compound gates      3             1.53
buf+inv             3             1.17
simple gates        1             0.44
mux                 1             0.32
worst max-delay path by stage:
stage | cells after the start | end | from | slack, ns
after CTS | 11 | predicted_taken | branch_addr[3] | 0.03
after global routing | 11 | predicted_addr[23] | branch_addr[3] | 0.003
final | 8 | predicted_addr[13] | branch_addr[6] | 0.03
placed cells by master (no fill, tap or decap), types with 12 or more instances in the layout:
| master | n |
|---|---|
| clkbuf_8 | 65 |
| buf_12 | 161 |
| and4_1 | 22 |
| nand3_1 | 49 |
| clkbuf_1 | 70 |
| nand2_1 | 28 |
| nor4_1 | 23 |
| nand2_4 | 16 |
| o32a_1 | 22 |
| a22oi_1 | 698 |
| nand4_1 | 168 |
| a22o_1 | 136 |
| a221oi_1 | 84 |
| mux2i_1 | 29 |
| dfrtp_1 | 2112 |
| nor2_4 | 42 |
| clkinv_2 | 21 |
| nor2_1 | 18 |
| and2_2 | 26 |
| mux2_1 | 26 |
| nand2_2 | 32 |
| nor3_1 | 21 |
| buf_4 | 467 |
| a2111oi_0 | 12 |
| a21oi_1 | 35 |
| mux2_2 | 2089 |
| buf_2 | 38 |
| clkbuf_16 | 224 |
| or4_1 | 18 |
| and3_1 | 83 |
| clkdlybuf4s50_1 | 35 |
timing repair:
item,in CTS,in global routing
pin swaps,2,2
resized,4,12
buffers inserted,6,1
setup endpoints to repair,8,20
endpoints found under the hold margin,0,0
registers in the layout (all words and copies together), names as in the netlist:
name  count
BHT      64
BTB    2048
cell type report:
type / count / area [µm²] / share of cell area [%]
clock inverters: 34 / 357 / 0.333
flip-flops and latches: 2112 / 52900 / 49.4
repair buffers: 704 / 7300 / 6.83
well taps: 2370 / 2970 / 2.77
clock buffers: 359 / 6760 / 6.32
multi-input cells: 3809 / 36700 / 34.3
diodes: 10 / 25.0 / 0.0234
inverters: 3 / 15.0 / 0.0140
per-layer routing:
layer	share of wire (%)	routed length, µm	global-route usage, %
met2	43	155000	57.3
met5	0.046	167	0.911
met3	14	49300	21.8
met1	37	132000	55.8
met4	6.7	24000	20.5
power by group through the flow:
stage	Sequential (mW)	Combinational, mW	Clock (mW)
CTS	17.3	3.25	13.9
global route	17.5	3.51	14.4
finish	17.3	3.25	13.7
stage by stage:
step	std cells	utilization (%)	hold WS (ns)	setup slack, ns
global route	9392	58.9	0.506	0.00343
finish	9401	58.9	0.490	0.0300
detailed placement	8991	54.9	0.482	-0.172
floorplan	6612	-	0.456	-24.61
CTS	9390	58.9	0.495	0.0254
global placement	8991	54.9	0.467	-0.132
Power figures rest on the tool's default switching activity, not on a simulated workload.
